`./constraint.sdc`:
```
current_design counter

set clk_period 1.7
set clk_io_pct 0.2

create_clock -name clk0 -period $clk_period [get_ports {clk}]

set non_clock_inputs [all_inputs -no_clocks]
set_input_delay [expr $clk_period * $clk_io_pct] -clock clk0 $non_clock_inputs
set_output_delay [expr $clk_period * $clk_io_pct] -clock clk0 [all_outputs]
```
`./design.v`:
```
module counter(input clk, input clr, input up,
	       output reg [3:0] Q  );
   always @(posedge clk)
     begin
	if (clr) Q <= 4'd0;
	else if (up) Q <= Q + 1;
	else Q <= Q - 1;
     end
endmodule  
```
`./config.mk`:
```
export PLATFORM = sky130hd
export DESIGN_NAME = counter
export DESIGN_NICKNAME = counter
export VERILOG_FILES = /design/flow/design.v
export SDC_FILE = /design/flow/constraint.sdc
export NUM_CORES = 4
export LEC_CHECK = 1
export CORE_AREA = 10 10 70 70
export DIE_AREA = 0 0 80 80
```
`./run.sh`:
```
#!/bin/bash
# OpenROAD 26Q1-2900-gdf79404cd8, Yosys 0.63+post, stock flow scripts
make -C /OpenROAD-flow-scripts/flow DESIGN_CONFIG=/design/flow/config.mk WORK_HOME=/design/flow/orfs finish
```
==> design notes <==
In the finished design, the share of the clock period the worst path needs comes to 88.1%. The number of gates resized after CTS was 0. The tools report the startpoint of the worst-slack reg-to-reg timing path as Q[2].

The synthesized netlist handed to floorplanning was reported with a cell count of 18. Per the CTS log, the buffer count on the longest clock path is 2. Dividing the detail-routed wire length by the instance count gives 6.08 um. In the placement report, post-DP HPWL is listed as 398 um. The logs give 0.129 nW for the static leakage power and 3 for the clock buffer count from CTS. Setup repair after global routing left no endpoint under its margin. The fraction of final layout cells with drive strength greater than 1 works out to 20.7%. The die span in x came out at 80 um.

The logs give 5 for the largest net degree at the start of global routing and 0.122 mV for the largest vdd supply drop. The post-route antenna net violation count came out at 0. After layout, the setup clock skew is reported as 2.21 ps. The register with the most flip-flops in the layout has 4 of them. The synthesized netlist occupies a cell area of 191 um2. The initial antenna violation count was 0; the cell depth of the worst flop-to-flop path was 4.

The routed design has 456 um of wire. For this configuration, the core starts out at a cell density of 5.60%. The count of buffers added on input and output ports is 6. The tools report the antenna diode instance count as 0.

Buffers added to address setup during post-CTS repair amount to 0. The flop and latch count out of synthesis is 4, and the number of warnings in the stage logs is 25. In this run, post-CTS hold repair placed 0 buffers. With the worst hold path stage count at 1, the clock net sink count is 4. The most flop-heavy register is Q. The worst setup path is captured at a flop. The number of setup violations in the final report was 0; the relative slew slack was 88.0%. The number of different library cells used by synthesis comes to 11.

Clock transition at the register clock pins on the worst setup and hold paths after CTS: 40 ps. The count of cells in the finished layout, fillers not included, comes to 75. The logs give 180 for the via count of the first global-routing pass and 1.67% for the global-route usage over all layers. CTS root buffer: sky130_fd_sc_hd__clkbuf_4.

The final weighted congestion recorded by global placement is 0.597. The skew report gives the latency at the later pin of the worst-skew pair as 230 ps. The run gives 18 as the yosys stat cell total. The critical path start-end classification was primary input to flop. Summing over every cut layer, the via total after detailed routing is 153.

Per the detail_route report, DRC violations left total 0. The timing report gives the worst reg2reg path a setup slack of 570 ps. The run gives 2 as the DRC marker count from the first detailed-route iteration. The top-level I/O count is 7.

After synthesis, the chip area reported by Yosys is 191 um2. The number of core rows came out at 21. STA lists the endpoint of the worst register-to-register path as Q[3].

TritonCTS built the clock tree. The registers reported with the highest flop counts are Q: 4 flops. The tools report the startpoint of the most critical hold path as Q[0]. Per the OpenROAD floorplan log, the area of the die is 6400 um2. In the Yosys report, the sequential cells make up 41.8% of the chip area.

The detailed-routing iteration count for the pre-antenna-repair pass was 2. The tools report the timing-limited maximum frequency as 667 MHz. Worst-case hold path end point: Q[0]. The worst setup path is launched from a primary input.

The logs give 10.1% for the final core area utilization and 800 um for the global-route wire length before repair. Looking at the max-slew report, the worst-margin pin has a slew of 179 ps. Per the OpenROAD floorplan log, the area of the core is 3420 um2.

The power density over cell area was 1020 nW/um2; the count of final hold-check violations was 0. The number of maximum-capacitance violations recorded for the run is 0. The run gives 80 um for the die span in y. In this run, placement finished with an instance count of 72. The yosys warning tally is 1. The run gives 0 as the total grt overflow. The number of levels in the clock H-tree is 1, and the data arrival time of the worst path is 1670 ps. At the worst endpoint, the required time is 1870 ps.

Per the timing report, the biggest fanout along the worst path comes to 3. The average instance area after synthesis works out to 10.6 um2. The routed design shows a via density per instance of 2.04. The flow ran to the end, and the final reports show no timing, DRC or antenna violations. Type of the worst min-delay path: flop to flop. Clock period minus final worst setup slack: 1500 ps. The number of max-slew violations in the final report is 0, and the post-synthesis to final-layout area growth is 81.0%.
-- worst max-delay path by stage --
stage | from | end | slack [ps] | cells past startpoint
final | up | Q[3] | 200 | 6
after CTS | Q[0] | Q[0] | 180 | 1
after global routing | up | Q[3] | 20 | 6
-- power breakdown --
group	internal [mW]	total (mW)	switching, mW
sequential	0.112	0.126	0.0137
clock	0.0788	0.115	0.0360
combinational	0.0759	0.114	0.0382
-- cell families after synthesis --
group,Yosys count,synth area share (%)
xor gates and xnor gates,2,9.15
DFF,4,41.8
AOI/OAI and AO/OA,3,11.1
buffers and inverters,1,1.96
and+or+nand+nor,5,12.4
adders and majority gates,3,23.5
-- layer usage --
metal | up-vias | GRT usage, % | part of all wire (%) | routed length [um]
li1 | 84 | - | - | -
met1 | 63 | 1.54 | 38 | 175
met2 | 6 | 2.09 | 41 | 187
met3 | 0 | 2.27 | 20 | 93
met4 | 0 | 0.528 | 0 | 0
met5 | - | 0 | 0 | 0
-- worst max-delay path, stage by stage --
cell	delay [ps]
sky130_fd_sc_hd__clkdlybuf4s50_1	480
sky130_fd_sc_hd__inv_1	80
sky130_fd_sc_hd__ha_1	310
sky130_fd_sc_hd__a21oi_1	190
sky130_fd_sc_hd__nand3_1	120
sky130_fd_sc_hd__a21oi_2	130
-- cell type report --
| type | instances | area [um2] |
|---|---|---|
| fill | 409 | 3070 |
| timing repair buffer | 8 | 75.1 |
| tap | 46 | 57.6 |
| clock buffer | 3 | 22.5 |
| multi-input combinational | 13 | 108 |
| sequential | 4 | 80.1 |
| inverter | 1 | 3.75 |
-- cells in the mapped netlist --
cell type / n / area (um2)
sky130_fd_sc_hd__a21o_1: 1 / 7.51
sky130_fd_sc_hd__ha_1: 2 / 25.0
sky130_fd_sc_hd__a21oi_2: 1 / 8.76
sky130_fd_sc_hd__dfxtp_1: 4 / 80.1
sky130_fd_sc_hd__fa_1: 1 / 20.0
sky130_fd_sc_hd__inv_1: 1 / 3.75
sky130_fd_sc_hd__a21oi_1: 1 / 5.00
sky130_fd_sc_hd__xnor2_1: 2 / 17.5
sky130_fd_sc_hd__nand3_1: 2 / 10.0
sky130_fd_sc_hd__nor2_1: 2 / 7.51
sky130_fd_sc_hd__nor2b_1: 1 / 6.26
-- per-stage QoR --
stage	total power [mW]	hold WS (ps)	setup WS, ps	area (um2)	setup TNS [ps]
floorplan	0.181	402	530	191	0
global placement	0.242	472	-24.9	324	-24.9
detailed placement	0.245	479	-40.5	324	-40.5
CTS	0.368	504	183	347	0
global route	0.395	544	19.3	347	0
finish	0.355	488	202	347	0
-- cell usage in the layout, fill, tap and decap left out, drive strengths merged --
| cell | instances |
|---|---|
| ha | 2 |
| fa | 1 |
| inv | 1 |
| a21oi | 2 |
| a21o | 1 |
| nor2b | 1 |
| xnor2 | 2 |
| clkdlybuf4s50 | 6 |
| buf | 2 |
| nor2 | 2 |
| dfxtp | 4 |
| nand3 | 2 |
| clkbuf | 3 |
No activity file was given, so power comes from the tool's default toggle rates.
